<file path="run.sh">
#!/bin/bash
# OpenROAD 26Q1-2900-gdf79404cd8, Yosys 0.63+post, stock flow scripts
make -C /OpenROAD-flow-scripts/flow DESIGN_CONFIG=/design/flow/config.mk WORK_HOME=/design/flow/orfs finish
</file>
<file path="config.mk">
export PLATFORM = sky130hd
export DESIGN_NAME = ALU
export DESIGN_NICKNAME = ALU
export VERILOG_FILES = /design/flow/design.v
export SDC_FILE = /design/flow/constraint.sdc
export NUM_CORES = 4
export LEC_CHECK = 1
export CORE_AREA = 10 10 104 104
export DIE_AREA = 0 0 114 114
</file>
<file path="constraint.sdc">
current_design ALU

set clk_period 8.4
set clk_io_pct 0.2

create_clock -name clk0 -period $clk_period

set non_clock_inputs [all_inputs -no_clocks]
set_input_delay [expr $clk_period * $clk_io_pct] -clock clk0 $non_clock_inputs
set_output_delay [expr $clk_period * $clk_io_pct] -clock clk0 [all_outputs]
</file>
<file path="design.v">
`timescale 1ns / 1ps
module ALU (SrcA, SrcB, ALUControl, zero_flag, greater_flag, ALUResult);
    input [15:0] SrcA, SrcB;
    input [1:0]  ALUControl;
    output zero_flag, greater_flag;
    output reg [15:0] ALUResult;
    assign zero_flag = (ALUResult== 16'h0000) ? 1'b1 : 1'b0;  
    assign greater_flag = (ALUResult[15] == 1'b0) ? 1'b1 : 1'b0;  
    always @(*)
        begin
            case (ALUControl)
                2'b00:  
                    ALUResult = SrcA + SrcB;
                2'b01:  
                    ALUResult = SrcA + (~SrcB) + 1'b1;
                2'b10:  
                    ALUResult = SrcA & SrcB;
                2'b11:  
                    ALUResult = SrcA | SrcB;
                default:
                    ALUResult = 16'b0;
            endcase
        end
endmodule
</file>
==> impl_metrics.yaml <==
# yosys + openroad results
final_timing:
  max_freq_ghz: 0.1327
  worst_pin_slew_ps: 521.5
  rsz0062_at_grt: "no"
  hold_violations: 0
  hold_ws_ps: 4617
  fin_setup_tns_ps: 0
  min_period_over_period_pct: 89.74
  drv_slew: 0
  worst_slack_ps: 861.5
  setup_viol: 0
  slew_headroom_pct: 64.68
  fin_crit_ps: 7539
cells_and_area:
  syn_to_final_growth_pct: 25.57
  final_cell_mix: "clkdlybuf4s50_1 (52), ha_1 (48), inv_1 (46)"
  design_area_um2: 2919
  layout_top_cell: "clkdlybuf4s50_1"
  seq_area_um2: 0
  fillers: 929
  drive_gt1_share_pct: 5.464
  ff_count: 0
  nClkBuffers: 0
  comb_area_um2: 2064
global_routing:
  grt_use_total_pct: 10.22
  grt_pass1_vias: 2344
  grt_max_degree: 45
  grt_first_pass_wirelength_mm: 11.39
  grt_antenna_before_repair: 0
  grt-ovfl-total: 0
die:
  die_width_um: 114
  fp.dieH_um: 114
  floorplan.core_util_pct: 26.79
  coreArea_um2: 8678
  rows: 34
  chip_area_um2: 13000
  ios: 52
synthesis:
  synthCells: 329
  top_area_cell: "ha_1"
  seq_area_frac_synth_pct: 0
  yosysWarningCount: 1
  syn-cell-area_um2: 2325
  yosysChipArea_um2: 2325
  netlist_top_cells_area: "ha_1 (26%), inv_1 (7.4%), nor2_1 (4.8%)"
  ys_cells: 329
  yosysUniqueCellTypes: 63
  avgSynthCellArea_um2: 7.066
  synth_top_area_share_pct: 25.83
routing:
  num_antenna_cells: 0
  dr.pass1.iters: 5
  drc_errors: 0
  wire_per_inst_um: 14.41
  drt_iter0_drc: 198
  vias: 2360
  postRouteAntennaNets: 0
  drt-vias-per-instance: 4.979
  wirelength_mm: 6.829
power:
  p_comb_share_pct: 100.0
  pwr-share-seq_pct: 0
  sw_frac_of_total_pct: 50.00
  ir_worst_vdd_uv: 22.18
  leakage_nw: 1.327
  p_sw_w: 0.00009405
  p_clk_share_pct: 0
  p_per_area_nw_per_um2: 64.44
  p_int_w: 0.00009406
placement:
  gp_congestion: 0.8849
  dp_slack_ps: 855.8
  port_buffers: 52
  place_area_um2: 2919
  detailed_place_hpwl_mm: 5.691
setup_path:
  critPathArrivalTime_ps: 5860
  startpoint: "SrcB[0]"
  cp.required_ps: 6720
  cp-end-kind: "output pin"
  worst-path-max-fanout: 3
  critical_path_class: "input port to output pin"
  setup.worst_path.start_class: "input port"
  crit_end: "zero_flag"
clock_tree:
  cts_hold_buffers: 0
  cts_setup_buffers: 0
  cts_resized: 0
status:
  status: "finished, final reports clean"
hold_path:
  hold_start: "SrcB[4]"
  hold_class: "input port to output pin"
flow_run:
  tool_warnings: 64
  drv_cap: 0
## final cells by class
cell class | count | area share (%)
Multi-Input combinational cell | 263 | 70.72
Inverter | 49 | 6.301
Timing Repair Buffer | 54 | 18.35
Tap cell | 108 | 4.629
## kinds of logic (layout without fill, tap and decap cells)
kind of cell    Yosys count  in the layout  share of synthesized area, %
simple gates             95             95                         21.10
fa+ha+maj                50             50                         27.56
xor+xnor                  9              9                         3.391
mux                      10             10                         6.028
buf+inv                  66            103                         11.19
compound gates           99             99                         30.73
## how the worst min path moves through the flow
stage                 cells after the start           end
after global routing                      5  ALUResult[0]
final                                     6  ALUResult[4]
after CTS                                 5  ALUResult[0]
## cells in the mapped netlist, types with 3 or more instances
| master | instances |
|---|---|
| a2111oi_0 | 4 |
| a211o_1 | 3 |
| a211oi_1 | 6 |
| a21o_1 | 4 |
| a21oi_1 | 21 |
| a31oi_1 | 4 |
| and2_1 | 4 |
| and3_1 | 6 |
| buf_2 | 4 |
| clkbuf_1 | 11 |
| ha_1 | 48 |
| inv_1 | 46 |
| mux2i_1 | 5 |
| mux4_2 | 3 |
| nand2_1 | 18 |
| nand2b_1 | 5 |
| nand3_1 | 5 |
| nor2_1 | 30 |
| nor2b_1 | 5 |
| nor3_1 | 4 |
| nor3b_1 | 3 |
| nor4_1 | 3 |
| o2111ai_1 | 3 |
| o211ai_1 | 4 |
| o21ai_0 | 18 |
| o22ai_1 | 3 |
| o31ai_1 | 4 |
| xnor2_1 | 8 |
## critical path: stages
cell and delay, ps:
clkdlybuf4s50_1 520, ha_1 180, inv_1 50, fa_1 430
nand2b_4 110, a211oi_2 90, a2111oi_2 510, o21bai_2 140
xnor2_1 140, o311a_1 340, or4_1 550, or4_1 460
nor4_2 150, clkdlybuf4s50_1 500
## layer usage
| metal | routed length (um) | global-route usage [%] | up-vias |
|---|---|---|---|
| li1 | - | - | 1246 |
| met1 | 3331 | 15.16 | 1045 |
| met2 | 2945 | 16.02 | 69 |
| met3 | 552 | 1.754 | 0 |
| met4 | 0 | 0 | 0 |
| met5 | 0 | 0 | - |
## power by group through the flow
stage	Clock, W	Combinational [W]	Sequential [W]
global route	0	0.000211	0
finish	0	0.000188	0
CTS	0	0.000190	0
## through the flow
step	total power (W)	utilization (%)	instances
6_report	0.0001881	33.64	474
5_1_grt	0.0002113	33.64	474
4_1_cts	0.0001902	33.64	474
3_5_place_dp	0.0001886	33.64	474
3_3_place_gp	0.0001897	33.64	474
2_1_floorplan	0.0001146	-	329
No activity file was given, so power comes from the tool's default toggle rates.
