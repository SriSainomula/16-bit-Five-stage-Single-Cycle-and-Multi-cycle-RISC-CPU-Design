[constraint.sdc]
current_design Register_File

set clk_period 3.4
set clk_io_pct 0.2

create_clock -name clk0 -period $clk_period [get_ports {clk}]

set non_clock_inputs [all_inputs -no_clocks]
set_input_delay [expr $clk_period * $clk_io_pct] -clock clk0 $non_clock_inputs
set_output_delay [expr $clk_period * $clk_io_pct] -clock clk0 [all_outputs]
[run.sh]
#!/bin/bash
# OpenROAD 26Q1-2900-gdf79404cd8, Yosys 0.63+post, stock flow scripts
make -C /OpenROAD-flow-scripts/flow DESIGN_CONFIG=/design/flow/config.mk WORK_HOME=/design/flow/orfs finish
[design.v]
`timescale 1ns / 1ps
module Register_File (clk, rst, write_en, A1, A2, A3, RD1, RD2 ,WD3, ref_out);
    input clk, rst, write_en;
    input [2:0] A1, A2, A3;
    input[15:0] WD3;
    output[15:0] RD1, RD2;
    output[15:0] ref_out;
    integer i;
    reg [15:0] mem [7:0];
    always @(posedge clk or posedge rst) 
        begin
            if (rst) 
                begin
                    for (i = 0; i < 8; i = i + 1) 
                        begin
                            mem[i] <= i;
                        end
                end 
            else if (write_en && (A3 != 3'b000)) 
                begin
                    mem[A3] <= WD3;
                end
        end
    assign RD1 = mem[A1];
    assign RD2 = mem[A2];
    assign ref_out = mem[3'b011];
endmodule
[config.mk]
export PLATFORM = sky130hd
export DESIGN_NAME = Register_File
export DESIGN_NICKNAME = Register_File
export VERILOG_FILES = /design/flow/design.v
export SDC_FILE = /design/flow/constraint.sdc
export NUM_CORES = 4
export LEC_CHECK = 1
export CORE_UTILIZATION = 50
==> results.cfg <==
; synthesis and place-and-route metrics
[final_timing]
fin_crit_ps = 3280
whs_ps = 397
clock_skew_ps = 0
tightest_slew_ps = 770
setup_viol = 0
slew_violations = 0
rsz0062_at_grt = no
fin_setup_tns_ps = 0
relSlewSlack = 0.486
hold_viol_final = 0
max_freq_ghz = 0.305
fin_crit_sh = 0.965

[route]
drt_first_pass_iters = 4
met2_length_um = 8170
diodes = 0
wl_um = 18300
drt_iter0_drc = 259
postRouteAntennaNets = 0
wl_per_cell_um = 21.3
via_per_inst = 5.91
route.met3.wl_um = 992
met1_length_um = 8900
routed.top_layer = met4
num_vias = 5075
drc_errors = 0

[cts]
cts.sinks = 128
clk_latency_ps = 400
cts-root-buf = clkbuf_16
path_clk_slew_ps = 50
cts_tree = built
cts_inserted_buffers = 17
cts.htree.levels = 4
clock_path_buffers = 2

[critical_path]
r2r-start = mem[3][3]
crit_arrival_ps = 2600
r2r_end = mem[3][3]
crit_type = input port to output port
end_kind = output port
crit_required_ps = 2720
cp_max_fo = 8
worst_r2r_path_depth = 1
startpoint_type = input port
r2r_slack_ps = 2570

[final_layout]
largest_register_ffs = 128
finish.utilization = 0.618
top_register = mem
reg.largest.list = mem x128
area_delta_synth_final_pct = 20.3
fill_cells = 1096
lay_top_cells = 116 x dfrtp_1, 93 x mux2_2, 70 x clkdlybuf4s50_1, 56 x mux2i_1, 34 x nor2_1
lay_top_count = dfrtp_1
drive_above_1_share = 0.290
stdcell_count = 859
seq_area_sq_um = 3220
comb_area_sq_um = 3450

[logic_synthesis]
synthDistinctLibCells = 38
simple_gate_area_frac = 0.0816
synth.avg_cell_area_sq_um = 11.8
yosys.area_share.adder = 0
synth_warnings = 2
logic_family = multiplexers
ys_ff = 128
synthCells = 604
ys_seq_frac = 0.451
ys_sh_aoi = 0.135
syn_area_sq_um = 7130
ys_sh_mux = 0.267
ys_area_sq_um = 7130
ys_cells = 604
synthXorXnorAreaFrac = 0

[die]
dieWidth_um = 121
die_area_sq_um = 14800
die.size.y_um = 121
core_sq_um = 13900
fp_util = 0.514
num_io_pins = 76
num_rows = 43

[placed_design]
place.gp.congestion = 0.847
dpl.hpwl_um = 11700
numPlacedInstances = 828
io_buffers = 75

[worst_hold_path]
hold_end = mem[0][0]
hp-start = mem[0][0]
hp-class = register to register
hold_depth = 0

[power]
ir_drop_mv = 0.458
power.density_nw_per_um2 = 574
p_leak_uw = 0.00376

[grt]
grt_overflow = 0
antenna_found_initial = 0
grt_pass1_vias = 5046
track_usage = 0.276
grt_start_max_net_pins = 57
grt_pass1_wl_um = 29200

[run]
warnings = 25
cap_violations = 0

[status]
status = finished, final reports clean
[worst max-delay path, cell delays in order]
cell             delay, ps
clkdlybuf4s50_1        650
buf_4                  220
nand2_1                190
o22ai_1                220
o22a_1                 170
clkdlybuf4s50_1        470
[timing repair]
| item | 4_1_cts | 5_1_grt |
|---|---|---|
| hold buffers | 0 | 0 |
| buffers inserted | 0 | 0 |
| setup endpoints to repair | 0 | 3 |
| gates resized | 0 | 1 |
[cell usage after synthesis (all sizes together)]
cell,n,area share
mux2,112,0.19
nand2b,15,0.013
a21oi,20,0.014
mux2i,56,0.079
a31oi,1,0.00088
a21o,9,0.0095
nor2,34,0.018
nor2b,11,0.0096
nand3,1,0.00070
a311oi,9,0.011
a221oi,10,0.012
o2bb2ai,10,0.012
o22ai,11,0.0096
nand2,14,0.0074
mux4,1,0.0032
nand4,1,0.0018
dfstp,12,0.044
buf,45,0.047
dfrtp,116,0.41
a22oi,9,0.0095
o22a,20,0.025
clkbuf,23,0.012
nor3,1,0.0023
or3,2,0.0018
nor3b,12,0.013
a211oi,23,0.024
o21ai,10,0.0070
inv,10,0.0053
and4bb,2,0.0035
nand4b,3,0.010
and3,1,0.00088
[power by group]
part	leakage (uW)	internal, uW	switching, uW
clock	0.000276	1100	628
combinational	0.00194	703	421
sequential	0.00155	1840	237
total	0.00376	3640	1290
[cell families (layout without fill, tap and decap cells)]
group                  count (synthesis)  count (layout)
multiplexers                         169             169
AND-OR/OR-AND                        132             132
flip-flops                           128             128
AND/OR/NAND/NOR                       97              97
buffers and inverters                 78             153
[worst max path at each step]
stage / from / cells after the start / slack [ps] / endpoint
6_report: A1[2] / 6 / 120 / RD1[13]
4_1_cts: A2[2] / 7 / 100 / RD2[12]
5_1_grt: A1[2] / 7 / 10 / RD1[5]
[routing by layer]
layer	up-vias	GRT usage
li1	2359	-
met1	2558	0.456
met2	140	0.403
met3	18	0.0600
met4	0	0.0270
met5	-	0
[layout make-up]
class                   count  share of cell area
clock buffers              26              0.0593
clock inverters             5             0.00612
inverters                  10             0.00481
multi-input cells         398               0.402
flip-flops and latches    128               0.375
well taps                 180              0.0262
repair buffers            112               0.127
[per-stage QoR]
stage	total power [uW]	setup slack [ps]	instance area [sq um]
floorplan	2750	1150	7140
global placement	3200	159	8020
detailed placement	3220	105	8020
CTS	4960	105	8580
global route	5180	14.6	8580
finish	4930	119	8580
Power figures rest on the tool's default switching activity, not on a simulated workload.
